==> /design/flow/design.v <==
`timescale 1ns / 1ps
module Dtrigger #(parameter WIDTH = 8)
(
    input wire clk,reset,clear,
    input wire [WIDTH-1:0] d,
    output reg [WIDTH-1:0] q
);
    always @(posedge clk)
    begin
        if(reset)
            q <= 0;
        else if(clear)
            q <= 0;
        else
            q <= d;
     end
endmodule
==> /design/flow/run.sh <==
#!/bin/bash
# OpenROAD 26Q1-2900-gdf79404cd8, Yosys 0.63+post, stock flow scripts
make -C /OpenROAD-flow-scripts/flow DESIGN_CONFIG=/design/flow/config.mk WORK_HOME=/design/flow/orfs finish
==> /design/flow/config.mk <==
export PLATFORM = sky130hd
export DESIGN_NAME = Dtrigger
export DESIGN_NICKNAME = Dtrigger
export VERILOG_FILES = /design/flow/design.v
export SDC_FILE = /design/flow/constraint.sdc
export NUM_CORES = 4
export LEC_CHECK = 1
export CORE_AREA = 10 10 70 70
export DIE_AREA = 0 0 80 80
==> /design/flow/constraint.sdc <==
current_design Dtrigger

set clk_period 1.0
set clk_io_pct 0.2

create_clock -name clk0 -period $clk_period [get_ports {clk}]

set non_clock_inputs [all_inputs -no_clocks]
set_input_delay [expr $clk_period * $clk_io_pct] -clock clk0 $non_clock_inputs
set_output_delay [expr $clk_period * $clk_io_pct] -clock clk0 [all_outputs]
==> Slide: Implementation Results <==
Key Metrics from the Run

Floorplanning
  • Starting density of the core: 8.28%
  • Total I/O pin count: 19
  • Die height: 80 µm
  • Placement row count: 21
  • Chip area: 6400 µm²
  • Core Footprint: 3420 µm²
  • Die extent in x: 80 µm

Final layout
  • Layout fillers: 396
  • Area occupied by multi-input gates: 100 µm²
  • Number of flip-flops under the largest register name: 8
  • Regs by FF count: q x8
  • Area overhead of the layout relative to synthesis: 93.4%
  • Combined flip-flop and latch cell area: 160 µm²
  • Share of the core filled with cells: 16.0%
  • Largest Register: q
  • Share of layout cells above drive strength 1: 36.6%

Clocking
  • Clock net sink count: 8
  • Clock-pin slew on the worst setup and hold paths: 0.05 ns
  • Root buffer selected by CTS: sky130_fd_sc_hd__clkbuf_4
  • CTS tree: yes
  • Num CTS Buffers: 3
  • Maximum count of clock buffers along a single path: 2
  • Total number of H-tree levels: 1
  • Number of buffers inserted to repair setup after CTS: 0

Drt
  • Overall via count from detail_route: 210
  • Total wire length after detailed routing: 703 µm
  • Antenna Violating Nets Remaining: 0
  • Detailed-route wire length per cell: 8.08 µm
  • DR iter-0 viols: 1
  • Number of iterations in the first detailed-routing pass: 2
  • Number of antenna diodes: 0
  • Remaining DRCs: 0
  • Via/cell ratio: 2.41

Synthesis
  • Avg Cell Area, Syn: 15.7 µm²
  • Part of the Yosys area used for sequential elements: 56.6%
  • Chip area line of the yosys report: 283 µm²
  • Complex-gate fraction of the synthesized area: 0%
  • Number of synthesis warnings: 1
  • Synth cell types: 3
  • Parity-gate share of the synthesized area counting xor and xnor cells: 0%
  • Post-synth mux share: 0%
  • Synthesized-area fraction occupied by adder cells: 0%
  • Main logic family after synthesis: simple AND/OR/NAND/NOR gates
  • Netlist area before placement: 283 µm²
  • Flip-flop and latch count after synthesis: 8
  • Simple-Gate Area Share: 35.4%
  • Count of mapped cells out of synthesis: 18
  • Cell total in the yosys stat output: 18

Critical path
  • Crit path max fanout: 1
  • Critical path's slowest cell: sky130_fd_sc_hd__dfxtp_1
  • Buf/Inv on CP: 1
  • Family with the most delay on the worst path: flip-flops
  • Critical setup path kind: register to primary output
  • Critical path's largest stage delay: 0.29 ns
  • Startpoint Class: register
  • Crit path cell chain: dlygate4sd2_1
  • Required @ worst endpoint: 0.80 ns
  • Endpoint type of the worst setup path: primary output
  • Critical Path AT: 0.76 ns

Hold path
  • Min-Delay Path Class: primary input to register

Global route
  • Gr usage total: 2.23%
  • Maximum number of pins on one net before global-route repair: 5
  • Overflow left after global routing: 0
  • Antenna violations before repair: 0
  • Global-route wire length before repair: 1.10 mm
  • Via count of the first global-routing pass: 227

STA
  • Worst hold margin: 0.536 ns
  • Worst-case headroom to the max-slew limit: 92.8%
  • Number of slew-limit violations in the final report: 0
  • Period utilisation layout: 95.6%
  • Setup Total Neg Slack: 0 ns
  • Slack of the critical path: 0.0437 ns
  • Transition time of the tightest slew-check pin: 0.108 ns
  • Final Hold Violation Tally: 0
  • Final Critical Period: 0.956 ns
  • Maximum achievable frequency: 1050 MHz
  • Count of endpoints failing setup in the final report: 0
  • Unrepaired setup endpoints after global routing: false

Place
  • Global placer's final weighted congestion: 0.692
  • Place WS: -0.0135 ns
  • Buffers on Ports: 18

Outcome
  • Run status: complete, no violations

Flow run
  • Tool warnings: 25
  • Max-Cap Viols: 0

Pwr
  • VDD IR-drop max: 0.305 mV
  • Total power consumption of the routed design: 0.659 mW
  • Leakage Power: 0.208 nW
  • Power density over the cells: 1210 nW/µm²
-- where the power goes --
group | internal [mW] | total, mW | switching (mW)
logic | 0.0703 | 0.0948 | 0.0245
clock network | 0.136 | 0.230 | 0.0938
registers | 0.332 | 0.335 | 0.00238
total | 0.539 | 0.659 | 0.121
-- layout make-up --
cell class | count | share of cell area, %
timing repair buffer | 22 | 37.8
sequential | 8 | 29.3
multi-input combinational | 8 | 18.3
tap | 46 | 10.5
clock buffer | 3 | 4.12
-- final timing paths --
path	from	end	slack, ns	depth (start not counted)
worst max-delay path	q[5]	q[5]	0.04	1
worst min-delay path	d[7]	q[7]	0.54	2
-- cells in the mapped netlist (all sizes together) --
library cell,instances,share of area (%)
dfxtp,8,57
nor3b,8,35
buf,2,8.0
-- metal layers --
layer	up-vias	GRT usage [%]	wire, µm
met1	96	1.82	205
met5	-	0	0
li1	107	-	-
met4	0	0.528	0
met2	7	4.09	423
met3	0	1.70	74
-- cells in the final DEF, fill, tap and decap left out --
cell and instances:
sky130_fd_sc_hd__clkdlybuf4s50_1 10, sky130_fd_sc_hd__nor3b_2 8, sky130_fd_sc_hd__dfxtp_1 8, sky130_fd_sc_hd__clkdlybuf4s15_1 5, sky130_fd_sc_hd__buf_4 4, sky130_fd_sc_hd__clkbuf_4 3
sky130_fd_sc_hd__dlygate4sd2_1 3
-- timing repair --
item / in CTS / in global routing
setup endpoints to repair: 8 / 5
resized: 8 / 5
hold endpoints to repair: 0 / 0
hold buffers: 0 / 0
-- through the flow --
stage | cell area, µm² | instances
final | 547 | 87
after global routing | 547 | 87
after CTS | 541 | 87
after detailed placement | 528 | 84
after global placement | 528 | 84
after floorplan | 283 | 18
-- kinds of logic (layout without fill, tap and decap cells) --
logic type / count (synthesis) / count (layout)
buffers and inverters: 2 / 25
flip-flops: 8 / 8
AND/OR/NAND/NOR: 8 / 8
Power and IR drop assume default switching activity.
