**flow/run.sh**
```bash
#!/bin/bash
# OpenROAD 26Q1-2900-gdf79404cd8, Yosys 0.63+post, stock flow scripts
make -C /OpenROAD-flow-scripts/flow DESIGN_CONFIG=/design/flow/config.mk WORK_HOME=/design/flow/orfs finish
```
**flow/config.mk**
```make
export PLATFORM = sky130hd
export DESIGN_NAME = regfile
export DESIGN_NICKNAME = regfile
export VERILOG_FILES = /design/flow/design.v
export SDC_FILE = /design/flow/constraint.sdc
export NUM_CORES = 4
export LEC_CHECK = 1
export CORE_UTILIZATION = 50
```
**flow/constraint.sdc**
```tcl
current_design regfile

set clk_period 15.8
set clk_io_pct 0.2

create_clock -name clk0 -period $clk_period [get_ports {clk}]

set non_clock_inputs [all_inputs -no_clocks]
set_input_delay [expr $clk_period * $clk_io_pct] -clock clk0 $non_clock_inputs
set_output_delay [expr $clk_period * $clk_io_pct] -clock clk0 [all_outputs]
```
**flow/design.v**
```verilog
module regfile(
    input  wire        clk,
    input  wire       reset,
    input  wire [ 4:0] raddr1,
    output wire [31:0] rdata1,
    input  wire [ 4:0] raddr2,
    output wire [31:0] rdata2,
    input  wire        we,        
    input  wire [ 4:0] waddr,
    input  wire [31:0] wdata
);
reg [31:0] rf[31:0];
integer i;
    always @(posedge clk)
     if(reset)     
    begin
        for(i=0;i<32;i=i+1)
            rf[i] <= 32'b00;
    end else if(we == 1'b1 && waddr != 5'b0)
        begin
            rf[waddr] <= wdata;
        end
assign rdata1 = (raddr1==5'b0) ? 32'b0 : rf[raddr1];
assign rdata2 = (raddr2==5'b0) ? 32'b0 : rf[raddr2];
endmodule
```
==> impl_metrics.json <==
{
  "largestRegisters": "rf x1024",
  "final_hold_viol_count": 0,
  "wire_per_inst_microns": 35.59,
  "drc_errors": 0,
  "slew_headroom_pct": 25.02,
  "adder_share_pct": 0,
  "ys_cells": 3502,
  "drt-total-wl_microns": 178700,
  "regMostFlops": "rf",
  "area_growth_pct": 11.09,
  "final-max-slew-violation-count": 0,
  "p_sw_share_pct": 24.18,
  "post-dp-hpwl_microns": 102600,
  "grtUsageTotal_pct": 36.87,
  "clock_power_share_pct": 38.5,
  "io_pins": 114,
  "drv_cap": 0,
  "min_period_over_period_pct": 68.31,
  "crit_type": "in2out",
  "m1WireLength_microns": 54010,
  "dieArea_sq_um": 109800,
  "clk_path_buf_depth": 3,
  "max_freq_mhz": 92.66,
  "lay_top_count": "edfxtp_1",
  "required_ns": 12.64,
  "htree_levels": 3,
  "postSynthAreaPerCell_sq_um": 15.49,
  "critPathSlowestCell": "a2111oi_1",
  "total_power_uw": 6525,
  "vias": 32940,
  "pwr-share-comb_pct": 12.2,
  "worstHoldStart": "reset",
  "die_h_microns": 331.3,
  "synth-main-ff-cell": "edfxtp_1",
  "yosys_warnings": 1,
  "p_leak_uw": 0.02062,
  "fill_cells": 7981,
  "cts-resized-gates": 0,
  "p_int_uw": 4947,
  "seqPwrFrac_pct": 49.3,
  "cp-startpoint": "raddr2[0]",
  "top_layer_used": "met5",
  "rows": 120,
  "cts_tree": "built",
  "route.met3.wl_microns": 32830,
  "drive_gt1_share_pct": 24.70,
  "post_cts_buffers": 0,
  "power_density_nw_per_um2": 108.3,
  "drtAntennaViolNets": 0,
  "grt_max_degree": 74,
  "met2WireLength_microns": 82100,
  "ctsHoldBuffers": 0,
  "fin_util_pct": 56.12,
  "clock-sinks": 1024,
  "synth_cell_types": 42,
  "largest_reg_flops": 1024,
  "yosys.stat.seqShare_pct": 56.70,
  "crit_chain": "buf_8 -> buf_12 -> buf_4 -> buf_4 -> mux4_2 -> a22o_1 -> a2111oi_1 -> nor3_1 -> clkdlybuf4s50_1",
  "mux_share_pct": 22.99,
  "tns_ns": 0,
  "ys_seq_elements": 1024,
  "die_w_microns": 331.3,
  "syn_area_sq_um": 54230,
  "synthSimpleGateAreaFrac_pct": 13.34,
  "ys_sh_xor_pct": 0,
  "cts.clk_slew.worst_paths_ns": 0.06,
  "tightest_slew_ns": 1.116,
  "gp_congestion": 0.8848,
  "port_buffers": 113,
  "async_flop_share_pct": 0,
  "antenna_found_initial": 6,
  "cts-root-buf": "clkbuf_16",
  "firstDrtPassIters": 5,
  "finalSetupViolations": 0,
  "grt_pass1_vias": 37020,
  "core-area_sq_um": 107400,
  "edf_count": 1024,
  "synthCells": 3502,
  "via_per_inst": 6.559,
  "aoi_share_pct": 3.652,
  "switchingPower_uw": 1577,
  "startpoint_type": "input pin",
  "logic_family": "multiplexers",
  "grt_pass1_wl_microns": 256900,
  "cts_made_buffers": 109,
  "end_kind": "output port",
  "layout_top_cells": "edfxtp_1, and2_1, mux4_2",
  "cp_max_fo": 70,
  "slowest_delay_ns": 0.93,
  "crit_top_cell": "buf_4",
  "drt_iter0_markers": 1897,
  "grt_overflow_total": 0,
  "cp.arrival_ns": 7.63,
  "rsz0062_at_grt": "no",
  "fp_util_pct": 50.52,
  "warnings": 26,
  "ir_drop_mv": 0.1047,
  "yosys_area_sq_um": 54230,
  "hold_class": "in2reg",
  "status": "finished, final reports clean",
  "fin_crit_ns": 10.79
}
-- per-stage QoR --
step                instances  setup slack (ns)  area, sq um  hold slack, ns
floorplan                3533             7.877        54350           3.358
global placement         4821             4.954        56790           3.789
detailed placement       4821             4.971        56790           3.793
CTS                      5018             4.963        60240           3.059
global route             5020             4.734        60240           3.098
finish                   5022             5.008        60250           3.095
-- synth_stat cells, types with 2 or more instances --
master,n,area (sq um)
mux4_2,472,10630
and2_1,995,6225
or3b_2,4,35.03
a22o_1,51,446.7
edfxtp_1,1024,30750
o21ai_0,4,20.02
nor2_1,36,135.1
nor2b_1,14,87.58
and3_1,3,18.77
nand2b_1,5,31.28
buf_1,18,67.56
buf_4,31,232.7
a211oi_1,7,52.55
a22oi_1,16,120.1
or2_2,33,206.5
inv_1,2,7.510
nor3_1,54,270.3
a221oi_1,4,35.03
mux2_2,30,337.8
o22ai_1,103,644.4
buf_6,22,247.7
buf_2,44,220.2
nor4b_1,2,17.52
a2111oi_0,14,122.6
nand3b_1,5,37.54
nor4_1,6,37.54
clkbuf_1,272,1021
or3_1,2,12.51
a21oi_1,12,60.06
mux2i_1,150,1501
nand2_1,7,26.28
a2111oi_1,41,410.4
nand4bb_1,2,22.52
nand3_1,5,25.02
a32o_1,4,40.04
a221o_1,2,20.02
-- logic make-up after synthesis --
family                 after synthesis
muxes                              652
AOI/OAI and AO/OA                  259
other                                1
buffers and inverters              389
DFF                               1024
and+or+nand+nor                   1177
-- layout make-up --
class / count / area, sq um / area share, %
sequential: 1024 / 30750 / 51.04
multi-input combinational: 2120 / 21920 / 36.39
clock buffer: 134 / 2907 / 4.825
timing repair buffer: 272 / 2350 / 3.900
tap: 1403 / 1755 / 2.914
clock inverter: 63 / 541.8 / 0.8993
antenna: 4 / 10.01 / 0.01661
inverter: 2 / 7.507 / 0.01246
-- power groups by stage --
| stage | sequential [uW] | combinational [uW] | clock, uW |
|---|---|---|---|
| CTS | 3210 | 790 | 2540 |
| global route | 3230 | 830 | 2640 |
| finish | 3220 | 794 | 2510 |
-- metal layers --
layer	up-vias	GRT usage [%]
met5	-	4.603
met1	16000	43.68
li1	13620	-
met3	453	28.48
met2	2837	51.74
met4	24	14.20
-- critical path: cells and delay by family --
family,cells,cell delay [ns]
muxes,1,0.55
AOI/OAI and AO/OA,2,1.18
buffers and inverters,5,2.51
and+or+nand+nor,1,0.11
-- path summary, 6_finish.rpt --
path / to / cells past startpoint / slack, ns
setup / recovery: rdata2[31] / 9 / 5.01
hold / removal: rf[0][18] / 2 / 3.10
Power is estimated from default activity; no workload was simulated.
